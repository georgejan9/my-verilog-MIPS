==> ./design.v <==
module MUX #(parameter N = 32)(
	input [N-1:0] A,B,
	input sel,
	output [N-1:0] Z
);
	assign Z=sel?B:A;
endmodule
==> ./run.sh <==
#!/bin/bash
# OpenROAD 26Q1-2900-gdf79404cd8, Yosys 0.63+post, stock flow scripts
make -C /OpenROAD-flow-scripts/flow DESIGN_CONFIG=/design/flow/config.mk WORK_HOME=/design/flow/orfs finish
==> ./config.mk <==
export PLATFORM = sky130hd
export DESIGN_NAME = MUX
export DESIGN_NICKNAME = MUX
export VERILOG_FILES = /design/flow/design.v
export SDC_FILE = /design/flow/constraint.sdc
export NUM_CORES = 4
export LEC_CHECK = 1
export CORE_AREA = 10 10 71 71
export DIE_AREA = 0 0 81 81
==> ./constraint.sdc <==
current_design MUX

set clk_period 1.0
set clk_io_pct 0.2

create_clock -name clk0 -period $clk_period

set non_clock_inputs [all_inputs -no_clocks]
set_input_delay [expr $clk_period * $clk_io_pct] -clock clk0 $non_clock_inputs
set_output_delay [expr $clk_period * $clk_io_pct] -clock clk0 [all_outputs]
==> summary.txt <==
Implementation numbers.

- The run finished, with violations left.
- The checks that failed: setup timing.
- The total grt overflow is 0.
- The count of mapped cells out of synthesis is 36.
- Detailed placement finished with a half-perimeter wire length of 2500 µm.
- The count of cell types in the netlist reads 4.
- The I/O pin count is 97.
- After synthesis, the mean cell area works out to 15.1 µm².
- The max-slew violation count reads 0.
- After floorplanning, the die was sized to cover 0.00656 mm².
- The fraction of power spent switching nets is 22.0%.
- Counting instances in the post-synthesis netlist gives the leading cell types as sky130_fd_sc_hd__mux2_4, sky130_fd_sc_hd__buf_12, sky130_fd_sc_hd__mux2_2, sky130_fd_sc_hd__buf_6.
- The post-detailed-route wirelength per cell reads 15.4 µm.
- The area reported by Yosys stat reads 544 µm².
- The synthesis report lists the Yosys warning total as 0.
- The part of the power in registers is 0%.
- The data arrival time at the worst-slack endpoint is 0.98 ns.
- The chip width reads 81 µm.
- The highest net fanout along the worst path is 6.
- Entering global routing, the biggest net connects 11 pins.
- Per the summary, power density relative to cell area is 392 mW/mm².
- Setup repair after global routing could not meet its margin everywhere.
- The count of buffers inserted at the top-level ports reads 97.
- The detail route stage leaves a number of antenna-violating nets equal to 0.
- The transition time at the pin with the least slew margin is 0.0870 ns.
- The number of standard-cell rows in the floorplan reads 22.
- The cell accounting for the most synthesized area reads sky130_fd_sc_hd__mux2_4.
- The classification of the worst setup path is input port to output port.
- The number of vias per cell after detailed routing reads 3.82.
- The power report puts the net switching power at 137 µW.
- The cell with the most instances after synthesis is sky130_fd_sc_hd__mux2_4.
- Summing all flip-flop and latch instances after layout gives 0 µm².
- The number of cells in Yosys stat is 36.
- Ranked by total cell area, the synthesized netlist is headed by sky130_fd_sc_hd__mux2_4, sky130_fd_sc_hd__buf_12, sky130_fd_sc_hd__mux2_2.
- The final critical-path share of the clock period reads 118%.
- The category of the worst setup path capture point is an output port.
- The via count of the first global-routing pass is 764.
- The total of clock buffers placed in the layout is 0.
- The total inserted antenna cells is 0.
- The top cell type's share of synthesized area reads 82.8%.
- The initial detailed-routing violation count reads 2.
- In the final layout, the share of cells above drive strength 1 is 54.0%.
- The chip height reads 81 µm.
- The path class of the tightest hold or removal check is input port to output port.
- The total via count after detailed routing reads 715.
- The portion of the post-synthesis area used by sequential elements reads 0%.
- The final critical delay including setup and external delays is 1.18 ns.
- The final hold violation count is 0.
- The combined global-route utilization of all metal layers reads 7.79%.
- The final-report setup violation count is 32.
- The initial antenna violation count is 0.
- In the routed design, unresolved DRC markers number 0.
- The final weighted congestion recorded by global placement is 0.832.
- In this build the clock could be raised as far as 848 MHz.
- The element type at the critical path start reads an input port.
- Compared with the post-synthesis result, the final layout area differs by 192%.
- The final instance count without filler cells reads 187.
- The flow reports that combinational logic draws 100.0% of the design power.
- The portion of total power attributed to the clock network reads 0%.
- The max capacitance violation total is 0.
- The leakage power in the latest report is 0.000872 µW.
- The post-synthesis instance area reads 544 µm².
- Checking max transition, the worst relative margin is 94.2%.
- The number of sequential cells reads 0.
- The worst path required time reads 0.80 ns.
- The post-detailed-routing wire length reads 2880 µm.
- For this run, the share of the core covered by cells in the final layout is 43.8%.
- The final critical-path setup slack is -0.179 ns.
- The pre-antenna-repair detailed-routing pass consisted of 2 iterations.
- The maximum vdd drop reads 0.169 mV.
- The global-route wire length before repair reads 4140 µm.
- The placeable core area reads 0.00363 mm².
- The floorplan utilization reads 15.0%.
- The cell internal power dissipation is 487 µW.
- In this run, placement finished with an instance count of 179.
- Per the post-place timing report, worst setup slack is -0.512 ns.
- The OpenROAD warning count reads 34.
stage by stage:
stage               area, µm²  TNS (ns)  total power, µW  hold WS, ns
floorplan                 544         0              206        0.498
global placement         1540    -15.61              656         1.17
detailed placement       1540    -15.81              661         1.19
CTS                      1540     -3.62              614        0.751
global route             1590     -3.86              666        0.717
finish                   1590     -3.30              624        0.691
cell families (layout without fill, tap and decap cells):
group    Yosys count  after routing  share of synthesized area [%]
buf+inv            4            107                           13.1
mux               32             32                           86.9
path summary, 6_finish.rpt:
path,startpoint,end,slack (ns),cells past startpoint
hold / removal,B[29],Z[29],0.69,3
setup / recovery,sel,Z[4],-0.18,5
critical path, cell delays in order:
cell and delay (ns):
sky130_fd_sc_hd__buf_12 0.12, sky130_fd_sc_hd__buf_12 0.13, sky130_fd_sc_hd__buf_12 0.12, sky130_fd_sc_hd__mux2_4 0.29, sky130_fd_sc_hd__buf_6 0.11
timing repair:
item	in CTS	in global routing
setup endpoints to repair	32	32
hold buffers	0	0
buffers inserted	5	1
resized	171	10
cloned	2	0
hold endpoints to repair	0	0
layer usage:
layer | vias to the layer above | global-route usage [%] | share of wire [%]
li1 | 345 | - | -
met1 | 320 | 9.03 | 37
met2 | 50 | 14.3 | 50
met3 | 0 | 2.78 | 12
met4 | 0 | 0 | 0
met5 | - | 0 | 0
power by group through the flow:
| stage | clock [µW] | sequential, µW | combinational (µW) |
|---|---|---|---|
| CTS | 0 | 0 | 614 |
| finish | 0 | 0 | 624 |
| global route | 0 | 0 | 666 |
area by class of cell:
type	instances	area [µm²]
timing repair buffer	107	1050
multi-input combinational	32	477
fill	357	2040
tap	48	60.1
placed cells by master (no fill, tap or decap):
cell	instances
sky130_fd_sc_hd__buf_2	13
sky130_fd_sc_hd__buf_4	1
sky130_fd_sc_hd__buf_6	23
sky130_fd_sc_hd__dlymetal6s2s_1	4
sky130_fd_sc_hd__mux2_2	1
sky130_fd_sc_hd__buf_12	4
sky130_fd_sc_hd__clkdlybuf4s50_1	9
sky130_fd_sc_hd__mux2_4	31
sky130_fd_sc_hd__dlygate4sd2_1	51
sky130_fd_sc_hd__buf_16	2
Power and IR drop assume default switching activity.
